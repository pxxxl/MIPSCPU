[run.sh]
#!/bin/bash
# OpenROAD 26Q1-2900-gdf79404cd8, Yosys 0.63+post, stock flow scripts
make -C /OpenROAD-flow-scripts/flow DESIGN_CONFIG=/design/flow/config.mk WORK_HOME=/design/flow/orfs finish
[config.mk]
export PLATFORM = sky130hd
export DESIGN_NAME = Mux3_1
export DESIGN_NICKNAME = Mux3_1
export VERILOG_FILES = /design/flow/design.v
export SDC_FILE = /design/flow/constraint.sdc
export NUM_CORES = 4
export LEC_CHECK = 1
export CORE_AREA = 10 10 88 88
export DIE_AREA = 0 0 98 98
[constraint.sdc]
current_design Mux3_1

set clk_period 1.0
set clk_io_pct 0.2

create_clock -name clk0 -period $clk_period

set non_clock_inputs [all_inputs -no_clocks]
set_input_delay [expr $clk_period * $clk_io_pct] -clock clk0 $non_clock_inputs
set_output_delay [expr $clk_period * $clk_io_pct] -clock clk0 [all_outputs]
[design.v]
module Mux3_1(input [31:0]In1,
            input [31:0]In2,
            input [31:0]In3,
            input [2:0]sel,
            output [31:0]Out);
    assign Out = sel[2] ? In3 : (sel[1] ? In2 : In1);
endmodule
==> impl_metrics.csv <==
group,metric,value,unit
setup_path,cp-start-kind,"input pin",
finish,seq_cell_count,0,
global_routing,grt_pass1_wl,6630,um
final_timing,max_freq,0.919,GHz
drt,drc,0,
job,max_cap_violations,0,
drt,postRouteWirelength,4490,um
setup_path,criticalPathCategory,"input pin to output pin",
placement,place_ws,-0.579,ns
yosys,synth_area,714,um2
yosys,ys_warn_count,0,
status,failed_checks,"setup timing",
drt,viasPerCell,3.83,
global_routing,grt.met1_usage,0.0961,
die,fp.dieW,98,um
finish,finish.utilization,0.332,
die,die_h,98,um
global_routing,antenna_found_initial,0,
yosys,ys_seq_share,0,
die,die_area,0.00960,mm2
finish,area_delta_synth_final,175,%
global_routing,grt_util_met3,0.0420,
global_routing,gr-usage-met2,0.139,
clocking,cts_setup_buffers,0,
yosys,avgSynthCellArea,6.68,um2
drt,vias,1183,
worst_hold_path,worstHoldPathType,"input pin to output pin",
global_routing,grt_max_degree,29,
die,row_count,28,
global_routing,top_usage_layer,"met2",
die,fp-utilization,0.121,
finish,nFillCells,684,
power,ir_worst_vdd,122,uV
finish,flop_area,0,um2
finish,layout-drive-gt1-share,0.222,
final_timing,rsz0062_at_grt,"true",
power,power_density,356,mW/mm2
final_timing,slew_viol_final,0,
final_timing,maxSlewHeadroom,0.896,
die,ios,131,
yosys,ys_cells,107,
setup_path,worstPathMaxFanout,7,
final_timing,setup_viol,32,
die,coreArea,0.00592,mm2
placement,gp_congestion,0.791,
power,p_total,701,uW
final_timing,final_hold_viol_count,0,
final_timing,setup_ws,-0.0879,ns
placement,dpl.hpwl,3790,um
global_routing,gr-total-overflow,0,
finish,clockBufferCount,0,
status,status,"finished with violations",
yosys,ys_types,8,
setup_path,cp.required,0.80,ns
placement,port_buffers,130,
placement,placed_cell_area,0.00208,mm2
clocking,hold_buffers,0,
yosys,syn_inst,107,
drt,drtIter0Drc,18,
final_timing,post-route-min-period,1.09,ns
final_timing,finalCritPeriodShare,1.09,
global_routing,grtUsageTotal,0.0827,
setup_path,cp-end-kind,"output pin",
drt,diodes,0,
finish,postLayoutCellArea,0.00197,mm2
power,leakagePower,0.00106,uW
drt,routedWlPerCell,14.5,um
global_routing,grt_pass1_vias,1237,
drt,drt.antenna.violating_nets,0,
yosys,yosysChipArea,714,um2
job,warnings,35,
setup_path,critPathArrivalTime,0.89,ns
drt,first_pass_iters,2,
final_timing,tightest_slew,0.152,ns
## where the power goes
group | internal, uW | total, uW | switching, uW
Sequential | 0 | 0 | 0
Clock | 0 | 0 | 0
Combinational | 462 | 701 | 239
Total | 462 | 701 | 239
## cells by family after synthesis
logic type      synth area share
simple gates               0.168
compound gates             0.235
buf+inv                    0.149
mux                        0.448
## worst paths after layout
| path | from | to | slack, ns | cells after the start |
|---|---|---|---|---|
| setup / recovery | sel[1] | Out[19] | -0.09 | 5 |
| hold / removal | In3[26] | Out[26] | 0.68 | 4 |
## routing by layer
metal  up-vias  share of wire
li1        634              -
met1       474           0.41
met2        73           0.46
met3         2           0.13
met4         0         0.0060
met5         -              0
## area by class of cell
type / instances / area (um2) / share of cell area
Tap cell: 75 / 93.8 / 0.0477
Timing Repair Buffer: 138 / 1210 / 0.615
Multi-Input combinational cell: 96 / 664 / 0.338
## worst max-delay path, stage by stage
cell and delay (ns):
buf_12 0.13, buf_16 0.15, mux2i_4 0.18, o21ai_1 0.11, buf_2 0.12
## what timing repair did
item                                    4_1_cts  5_1_grt
endpoints found under the setup margin       32       32
gates resized                               201       12
gates cloned                                  2        1
pin swaps                                    36       30
## per-stage QoR
| step | hold WS, ns | std cells | TNS, ns |
|---|---|---|---|
| 5_1_grt | 0.729 | 309 | -2.89 |
| 2_1_floorplan | 0.456 | 107 | 0 |
| 3_5_place_dp | 1.19 | 306 | -17.02 |
| 4_1_cts | 0.783 | 308 | -1.72 |
| 6_report | 0.680 | 309 | -1.29 |
| 3_3_place_gp | 1.20 | 306 | -16.78 |
## cell usage in the layout (no fill, tap or decap), drive strengths merged
master	count
nand2	32
clkdlybuf4s50	1
clkbuf	1
mux2i	32
o21ai	32
dlymetal6s2s	4
buf	41
dlygate4sd2	91
## Yosys cell counts, drive strengths merged
master	n	area, um2
mux2i	32	320
nand2	32	120
o21ai	32	168
buf	11	106
Power and IR drop assume default switching activity.
