==> design/flow/design.v <==
module LoadControl(
    input [2:0]LoadSignal,
    input [31:0]In,
    output reg [31:0]Out 
);
    always@(*) begin
        case(LoadSignal)
            3'b000: Out = 32'b0;
            3'b001: Out = In;
            3'b010: Out = {24'b0, In[7:0]};
            3'b011: Out = {16'b0, In[15:0]};
            3'b100: Out = {{24{In[7]}}, In[7:0]};
            3'b101: Out = {{16{In[15]}}, In[15:0]};
            default: Out = 32'b0;
        endcase
    end
endmodule
==> design/flow/run.sh <==
#!/bin/bash
# OpenROAD 26Q1-2900-gdf79404cd8, Yosys 0.63+post, stock flow scripts
make -C /OpenROAD-flow-scripts/flow DESIGN_CONFIG=/design/flow/config.mk WORK_HOME=/design/flow/orfs finish
==> design/flow/config.mk <==
export PLATFORM = sky130hd
export DESIGN_NAME = LoadControl
export DESIGN_NICKNAME = LoadControl
export VERILOG_FILES = /design/flow/design.v
export SDC_FILE = /design/flow/constraint.sdc
export NUM_CORES = 4
export LEC_CHECK = 1
export CORE_AREA = 10 10 70 70
export DIE_AREA = 0 0 80 80
==> design/flow/constraint.sdc <==
current_design LoadControl

set clk_period 2.1
set clk_io_pct 0.2

create_clock -name clk0 -period $clk_period

set non_clock_inputs [all_inputs -no_clocks]
set_input_delay [expr $clk_period * $clk_io_pct] -clock clk0 $non_clock_inputs
set_output_delay [expr $clk_period * $clk_io_pct] -clock clk0 [all_outputs]
==> flow_metrics.env <==
# source this file to load flow results
export IMPL_path_delay_family="buffers and inverters"
export IMPL_rsz0062_at_grt="no"
export IMPL_ys_chip_area_um2=516.7
export IMPL_power_uw=257.8
export IMPL_ir_worst_vdd_mv=0.09124
export IMPL_arrival_ns=1.60
export IMPL_worst_slew_pin_slew_ns=0.2306
export IMPL_path_common_cell="buf_4"
export IMPL_outcome="finished clean"
export IMPL_syn_to_final_growth_pct=163.7
export IMPL_flop_count=0
export IMPL_worstSetupPathType="in2out"
export IMPL_path_cells="clkbuf_4, buf_4, nor3_2, buf_4, nor3b_1, clkdlybuf4s50_1"
export IMPL_finalClockPeriodUsage_pct=96.37
export IMPL_topCellsByArea="o32ai_2 31%, a21o_1 12%, inv_1 12%"
export IMPL_overflow=0
export IMPL_power_density_nw_per_um2=189.2
export IMPL_crit_fanout=8
export IMPL_postRouteAntennaNets=0
export IMPL_fin_cells=181
export IMPL_core_um2=3416
export IMPL_critical_path_max_stage_delay_ns=0.50
export IMPL_antenna_found_initial=0
export IMPL_dp_cells=177
export IMPL_placed_area_um2=1292
export IMPL_post_synth_top_area_cell="o32ai_2"
export IMPL_synth_top_area_share_pct=31.48
export IMPL_hold_violations=0
export IMPL_final_comb_area_um2=451.7
export IMPL_crit_slowest_cell="clkdlybuf4s50_1"
export IMPL_grt_pass1_wl_mm=3.912
export IMPL_drive_gt1_share_pct=27.41
export IMPL_portBuffers=67
export IMPL_grt_usage_pct=7.278
export IMPL_setup_viol_count_final=0
export IMPL_warning_count=32
export IMPL_slew_limit_headroom_pct=84.32
export IMPL_seq_area_um2=0
export IMPL_cp_buffers_inverters=4
export IMPL_period_needed_ns=2.024
export IMPL_drtIter0Drc=28
export IMPL_ioPinCount=67
export IMPL_fp_dieW_um=80
export IMPL_cp_data_required_time_ns=1.68
export IMPL_top_cells_by_count="16 x inv_1, 10 x o32ai_2, 8 x a21o_1, 8 x nor3b_1"
export IMPL_hold_start="LoadSignal[2]"
export IMPL_rows=21
export IMPL_grt_pass1_vias=747
export IMPL_design_area_um2=1363
export IMPL_fp_util_pct=15.13
export IMPL_wl_per_cell_um=14.26
export IMPL_drc=0
export IMPL_grt_max_degree=17
export IMPL_clkbuf_count=0
export IMPL_end_kind="output port"
export IMPL_place_gp_congestion=0.8335
export IMPL_die_y_um=80
export IMPL_place_hpwl_mm=2.126
export IMPL_power_leakage_nw=0.7038
export IMPL_netlist_area_um2=516.7
export IMPL_critPathLaunchType="input pin"
export IMPL_viasPerCell=4.282
export IMPL_ys_cells=64
export IMPL_synth_warnings=1
export IMPL_slew_viol_final=0
export IMPL_worst_slack_ns=0.07630
export IMPL_min_path_cells=5
export IMPL_timing_max_cap_violations=0
export IMPL_wirelength_mm=2.581
export IMPL_dieArea_um2=6400
export IMPL_top_cell="inv_1"
export IMPL_clock_fmax_mhz=494.1
export IMPL_firstDrtPassIters=4
export IMPL_vias=775
export IMPL_hold_buffers=0
export IMPL_synth_cells=64
export IMPL_hold_path_class="in2out"
export IMPL_num_antenna_cells=0
export IMPL_hold_end="Out[14]"
export IMPL_nFillCells=349
export IMPL_syn_area_per_cell_um2=8.074
export IMPL_yosysUniqueCellTypes=14
export IMPL_pre_cts_ws_ns=-0.3817
export IMPL_ys_seq_share_pct=0
how the worst max path moves through the flow:
| stage | from | to | slack (ns) | cells after the start |
|---|---|---|---|---|
| after CTS | In[7] | Out[10] | 0.02 | 5 |
| final | LoadSignal[0] | Out[3] | 0.08 | 6 |
| after global routing | LoadSignal[1] | Out[11] | 0.005 | 5 |
cell families after synthesis:
group / synth area share, %
buffers and inverters: 22.76
multiplexers: 2.663
AND/OR/NAND/NOR: 19.13
AND-OR/OR-AND: 55.45
area by class of cell:
class | instances | share of cell area, %
multi-input combinational | 39 | 33.15
inverter | 16 | 4.408
tap | 46 | 4.224
timing repair buffer | 80 | 58.22
stage by stage:
step           hold slack, ns  setup TNS, ns  util [%]
6_report                1.437              0     39.89
5_1_grt                 1.498              0     39.89
4_1_cts                 1.525              0     39.41
3_5_place_dp            1.769         -11.08     37.84
3_3_place_gp            1.769         -10.26     37.84
2_1_floorplan          0.9034              0         -
cell usage in the layout, fill, tap and decap left out:
cell type        instances
buf_6                    3
nand2b_4                 1
nor3b_2                  4
buf_12                   3
a21o_1                   8
o32ai_1                  6
nor3b_1                  4
dlygate4sd2_1           18
nand2b_1                 1
clkbuf_4                 2
a21boi_4                 1
clkdlybuf4s15_2          1
dlymetal6s2s_1           3
mux2i_2                  1
nor4bb_4                 1
nor3_2                   1
o32ai_2                 10
and2_4                   1
clkdlybuf4s50_1         42
buf_4                    7
clkbuf_2                 1
inv_1                   16
routing by layer:
metal / vias to the layer above / track usage, % / part of all wire [%]
li1: 380 / - / -
met1: 340 / 10.83 / 50
met2: 55 / 9.631 / 36
met3: 0 / 3.523 / 15
met4: 0 / 0 / 0
met5: - / 0 / 0
report_power, final:
group	switching [mW]	internal [mW]	leakage (nW)	total (mW)
Sequential	0	0	0	0
Combinational	0.0820	0.176	0.704	0.258
Clock	0	0	0	0
what timing repair did:
item	CTS	global route
resized	44	7
buffers inserted	4	0
setup endpoints to repair	32	12
pin swaps	1	1
Power is estimated from default activity; no workload was simulated.
