--- design/flow/config.mk ---
export PLATFORM = sky130hd
export DESIGN_NAME = MIPSCPU_D
export DESIGN_NICKNAME = MIPSCPU_D
export VERILOG_FILES = /design/flow/design.v
export SDC_FILE = /design/flow/constraint.sdc
export NUM_CORES = 4
export LEC_CHECK = 1
export CORE_AREA = 10 10 249 249
export DIE_AREA = 0 0 259 259
--- design/flow/constraint.sdc ---
current_design MIPSCPU_D

set clk_period 5.0
set clk_io_pct 0.2

create_clock -name clk0 -period $clk_period [get_ports {Clk}]

set non_clock_inputs [all_inputs -no_clocks]
set_input_delay [expr $clk_period * $clk_io_pct] -clock clk0 $non_clock_inputs
set_output_delay [expr $clk_period * $clk_io_pct] -clock clk0 [all_outputs]
--- design/flow/design.v ---
module ALU(input [31:0]In1,
        input [31:0]In2,
        input [3:0]ALUCtr,
        output reg [31:0]Res,
        output reg Zero);
    always@(*) begin
            case (ALUCtr)
                4'b0010: Res <= In1 + In2;
                4'b0110: Res <= In1 - In2;
                4'b0111: Res <= In1 < In2;
                4'b0000: Res <= In1 & In2;
                4'b0101: Res <= In1 | In2;
            endcase
            if (Res == 0)
                Zero = 1'b1;
            else
                Zero = 1'b0;
    end
endmodule
module ALUControl(
    input [1:0]ALUOp,
    input [5:0] Funct,
    output reg [3:0]ALUCtr
    );
    always@ (*) begin
        case(ALUOp) 
            2'b00: ALUCtr = 4'b0010;
            2'b01: ALUCtr = 4'b0110;
            2'b10: begin
                case(Funct)
                    6'b100000: ALUCtr = 4'b0010;
                    6'b100010: ALUCtr = 4'b0110;
                    6'b100100: ALUCtr = 4'b0000;
                    6'b100101: ALUCtr = 4'b0001;
                    6'b101010: ALUCtr = 4'b0111;
                    default: ALUCtr = 4'b0010;
                endcase
            end
        endcase
    end
endmodule
module Adder(input [31:0]In1,
            input [31:0]In2,
            output [31:0]Out);
    assign Out = In1 + In2;
endmodule
module Concat(input [3:0]In1,
            input [27:0]In2,
            output [31:0]Out);
    assign Out = {In1, In2};
endmodule
module Controller(input[5:0] OpCode,
                input[5:0] Funct,
                output J,
                output B,
                output RegDst,
                output RegWr,
                output ALUSrc,
                output MemWr,
                output Mem2Reg,
                output [3:0]ALUCtr);
    wire [1:0] ALUOp;
    MainCtr ctr(.OpCode(OpCode), .J(J), .B(B), .RegDst(RegDst), .RegWr(RegWr), .ALUSrc(ALUSrc), .MemWr(MemWr), .Mem2Reg(Mem2Reg), .ALUOp(ALUOp));
    ALUControl alu(.ALUOp(ALUOp), .Funct(Funct), .ALUCtr(ALUCtr));
endmodule
module DataRAM(input [4:0]Addr, 
               input [31:0]DataIn, 
               input MemWR,
               input Clk, 
               output [31:0]DataOut);
    reg [31:0]RAM[0:31];
    always@ (posedge Clk)
        if(MemWR)
            RAM[Addr] <= DataIn;
    assign DataOut = RAM[Addr];
endmodule
module InstrROM(input [4:0]Addr,
                input Clk,
                output reg [31:0]Instr);
    parameter n = 5;
    reg [31:0]RAM[31:0];
    always@ (posedge Clk)
        Instr <= RAM[Addr];
endmodule
module LeftShift(input[31:0] In,
                output[31:0] Out);
    assign Out = In << 2;
endmodule
module MIPSCPU_D(
    input Clk,
    input Reset,
    output [31:0]PCIn,
    output [31:0]PCOut,
    output [31:0]Instr,
    output [5:0]OpCode,
    output [5:0]Funct,
    output [4:0]RsAddr,
    output [4:0]RtAddr,
    output [4:0]RdAddr,
    output [25:0]Jump,
    output [15:0]Imm,
    output [4:0]WrAddr,
    output [31:0]ImmExtended,
    output [31:0]ImmExtendedShift,
    output J, B, RegDst, RegWr, ALUSrc, MemWr, Mem2Reg,
    output [3:0]ALUCtr,
    output [31:0]Rs,
    output [31:0]Rt,
    output [31:0]RegWrData,
    output [31:0]ALUOut,
    output Zero,
    output [31:0] ALUIn1,
    output [31:0] ALUIn2,
    output [4:0] MemAddr,
    output [31:0] WrMemData,
    output [31:0] RdMemData,
    output [31:0] Plus4PC,
    output [31:0] BranchPC,
    output [31:0] JumpPC,
    output [31:0] DecisionRes1
    );
    PC PC_inst(
        .D(PCIn),
        .Q(PCOut),
        .Reset(Reset), 
        .Clk(Clk));
    InstrROM InstrROM_inst(
        .Addr(PCOut[6:2]), 
        .Clk(~Clk), 
        .Instr(Instr));
    assign OpCode = Instr[31:26];
    assign Funct = Instr[5:0];
    assign RsAddr = Instr[25:21];
    assign RtAddr = Instr[20:16];
    assign RdAddr = Instr[15:11];
    assign Jump = Instr[25:0];
    assign Imm = Instr[15:0];
    assign WrAddr = RegDst ? RdAddr : RtAddr;
    SignedExtended ImmExtend(
        .In(Imm),
        .Out(ImmExtended));
    LeftShift ImmExtendShift(
        .In(ImmExtended),
        .Out(ImmExtendedShift));
    Controller Controller_inst(
        .OpCode(OpCode),
        .Funct(Funct), 
        .J(J), 
        .B(B), 
        .RegDst(RegDst), 
        .RegWr(RegWr), 
        .ALUSrc(ALUSrc), 
        .MemWr(MemWr), 
        .Mem2Reg(Mem2Reg), 
        .ALUCtr(ALUCtr));
    RegFile RegFile_inst(
        .RsAddr(RsAddr),
        .RtAddr(RtAddr),
        .WrAddr(WrAddr),
        .DataIn(RegWrData),
        .RegWr(RegWr),
        .Clk(Clk),
        .RsData(Rs),
        .RtData(Rt));
    assign ALUIn1 = Rs;
    Mux2_1 ALUIn2_gen(
        .In1(Rt),
        .In2(ImmExtended),
        .sel(ALUSrc),
        .Out(ALUIn2));
    ALU ALU_inst(
        .In1(ALUIn1),
        .In2(ALUIn2),
        .Res(ALUOut),
        .ALUCtr(ALUCtr),
        .Zero(Zero));
    assign MemAddr = ALUOut;
    assign WrMemData = Rt;
    DataRAM Mem_inst(
        .Addr(MemAddr),
        .DataIn(WrMemData),
        .MemWR(MemWr),
        .Clk(Clk),
        .DataOut(RdMemData));
    Mux2_1 RegWrData_gen(
        .In1(ALUOut),
        .In2(RdMemData),
        .sel(Mem2Reg),
        .Out(RegWrData));
    Adder Plus4PC_gen(
        .In1(PCOut),
        .In2(4),
        .Out(Plus4PC));
    Concat JumpPC_gen(
        .In1(PCOut[31:28]),
        .In2({Jump, 2'b00}),
        .Out(JumpPC));
    Adder BranchPC_gen(
        .In1(Plus4PC),
        .In2(ImmExtendedShift),
        .Out(BranchPC));
    Mux2_1 Decision1(
        .In1(Plus4PC),
        .In2(BranchPC),
        .sel(B & Zero),
        .Out(DecisionRes1));
    Mux2_1 Decisioin2(
        .In1(DecisionRes1),
        .In2(JumpPC),
        .sel(J),
        .Out(PCIn));
endmodule
module MainCtr (input [5:0]OpCode,
                output J,
                output B,
                output RegDst,
                output RegWr,
                output ALUSrc,
                output MemWr,
                output Mem2Reg,
                output [1:0]ALUOp);
    assign J = (OpCode == 6'b000010);
    assign B = (OpCode == 6'b000100);
    assign RegDst = (OpCode == 6'b0);
    assign RegWr = (OpCode == 6'b0) | (OpCode == 6'b100011);
    assign ALUSrc = (OpCode == 6'b100011) | (OpCode == 6'b101011);
    assign MemWr = (OpCode == 6'b101011);
    assign Mem2Reg = (OpCode == 6'b100011);
    assign ALUOp = (OpCode == 6'b0) ? 2'b10 :
                    (OpCode == 6'b100011) ? 2'b00 :
                    (OpCode == 6'b101011) ? 2'b00 :
                    (OpCode == 6'b000100) ? 2'b01 :
                    2'b11;
endmodule
module Mux2_1(input [31:0]In1,
            input [31:0]In2,
            input sel,
            output [31:0]Out);
    assign Out = sel ? In2 : In1;
endmodule
module PC(input [31:0]D,
        input Clk,
        input Reset,
        output reg [31:0]Q);
    always@ (posedge Clk, posedge Reset)
        if(Reset)
            Q <= 0;
        else
            Q <= D;
endmodule
module RegFile(input [4:0]RsAddr,
               input [4:0]RtAddr,
               input [4:0]WrAddr,
               input [31:0]DataIn,
               input RegWr,
               input Clk,
               output reg [31:0]RsData,
               output reg [31:0]RtData);
    reg [31:0]RAM[0:31];
    always@ (*) begin
        if (RsAddr == 0)
            RsData <= 0;
        else
            RsData <= RAM[RsAddr];
        if (RtAddr == 0)
            RtData <= 0;
        else
            RtData <= RAM[RtAddr];
    end
    always@ (posedge Clk)
        if(RegWr)
            RAM[WrAddr] <= DataIn;
endmodule
module SignedExtended(input [15:0]In, 
                      output reg [31:0]Out);
    always@ (*)
        if(In[15])
            Out <= {16'b1111111111111111, In};
        else
            Out <= {16'b0, In};
endmodule
--- design/flow/run.sh ---
#!/bin/bash
# OpenROAD 26Q1-2900-gdf79404cd8, Yosys 0.63+post, stock flow scripts
make -C /OpenROAD-flow-scripts/flow DESIGN_CONFIG=/design/flow/config.mk WORK_HOME=/design/flow/orfs finish
==> run summary <==
status: completed
Die H: 259 um
clk sink count: 30
Initial Util: 9.99%
DRT Wirelength: 16000 um
endpoints failing hold: 0
first-pass GRT wire length: 21000 um
placer congestion estimate: 0.758
Synth flops: 30
layout cells sized above 1: 2.23%
Synth-to-Final Area Change: 2.93%
antenna violations before repair: 1
Buffers on Ports: 155
Die X-Extent: 259 um
Synth Warn #: 7
Top reg by flops: PC_inst.Q
global-route usage over all layers: 4.07%
critical-path maximum fanout: 6
worst clock skew: 0.00997 ns
CTS tree: built
max reg flops: 30
Hold Slack: 0.588 ns
count of final setup violators: 0
Tmin final: 3.95 ns
startpoint types: register
H-tree Lvls: 2
FF-to-FF setup slack: 2.75 ns
Largest stage delay, worst path: 0.60 ns
final non-filler cell total: 1518
min-delay worst type: reg -> reg
1st-pass router iterations: 3
register share after synthesis: 13.3%
yosys cell count: 691
Top Registers: PC_inst.Q: 30 flops
largest net degree at the start of global routing: 31
Avg Cell Area, Syn: 8.17 um2
post-layout period usage: 79.1%
final-layout fill cell count: 6503
Top area cell types: buf_4, dfrtp_1, xnor2_1, nand3_1, nand4_1
clock root buffer: clkbuf_16
Chip Area: 67100 um2
dpl cells: 1512
synth unique cells: 19
Setup CP Type: reg -> out
post-DP HPWL: 14800 um
worst vdd ir: 0.000102 V
site row count: 87
Vias/cell: 1.86
chip area line of the yosys report: 5650 um2
WL/cell: 10.5 um
Max Freq: 253 MHz
nature of the critical path endpoint: output port
hold_buf cts: 0
Slew HR: 53.5%
worst-path cell chain: ha_1 > nand3_1 > or4_4 > nor3_2 > xor2_1 > clkdlybuf4s50_1
Worst Slack Setup Final: 1.05 ns
total number of vias: 2818
Top cell area share: 76.5%
Worst Tran Pin Value: 0.693 ns
CP arrival: 2.95 ns
tool warnings: 25
Leakage Power: 2.77 nW
TritonCTS Buffers: 5
Post-CTS Setup Repair Bufs: 0
Diodes inserted: 0
DR iter-0 viols: 57
grt total ovfl: 0
Critical Path RT: 4.00 ns
Clock Path Buffers: 2
Insertion Delay late pin: 0.29 ns
core region area: 56500 um2
Top Ports: 637
DRC Markers: 0
area leader, netlist: buf_4
max_cap viols: 0
clk slew on worst S/H paths: 0.06 ns
cts repair resizes: 0
worst slack, placed: 1.22 ns
vias in the first global route: 3337
Post-DRT Antenna Nets: 0
final setup TNS: 0 ns
Mapped Cells: 691
max-slew violation count: 0
RSZ-0062 raised after global routing: no
Slowest cell on crit path: or4_4
mapped cell area: 5650 um2
Power Density: 100 nW/um2
-- routing by layer --
| metal | vias up | GRT usage [%] | wire length [um] |
|---|---|---|---|
| li1 | 1217 | - | - |
| met2 | 320 | 7.38 | 8060 |
| met1 | 1270 | 3.99 | 5240 |
| met4 | 0 | 0.261 | 90 |
| met5 | - | 0 | 0 |
| met3 | 11 | 2.57 | 2600 |
-- layout make-up --
type | count | area [um2] | share of cell area [%]
multi-input combinational | 562 | 2370 | 40.8
inverter | 4 | 15.0 | 0.258
sequential | 30 | 751 | 12.9
clock buffer | 6 | 139 | 2.39
tap | 756 | 946 | 16.3
timing repair buffer | 160 | 1590 | 27.3
-- metrics by stage --
step / instance area [um2] / utilization [%] / power (mW)
2_1_floorplan: 7450 / - / 0.518
3_3_place_gp: 5670 / 10.0 / 0.293
5_1_grt: 5810 / 10.3 / 0.633
3_5_place_dp: 5670 / 10.0 / 0.291
6_report: 5810 / 10.3 / 0.583
4_1_cts: 5810 / 10.3 / 0.613
-- critical path: cells and delay by family, from the launching register on --
kind	cells	cell delay, ns
and+or+nand+nor	3	1.12
buffers and inverters	1	0.56
xor gates and xnor gates	1	0.34
DFF	1	0.43
adders and majority gates	1	0.21
-- final timing paths --
kind,start,to,cells after the start
worst max register to register,PC_inst.Q[2],PC_inst.Q[22],5
worst max-delay path,PC_inst.Q[2],Plus4PC[22],6
worst min register to register,PC_inst.Q[13],PC_inst.Q[13],1
max in group asynchronous,Reset,PC_inst.Q[29],3
min in group asynchronous,Reset,PC_inst.Q[3],3
worst min-delay path,PC_inst.Q[13],PC_inst.Q[13],1
-- where the power goes --
group          leakage (nW)  total, mW  internal, mW  switching [mW]
sequential            0.410      0.243         0.243               0
combinational          2.29     0.0341       0.00125          0.0328
clock                0.0688      0.305         0.192           0.113
-- cells in the final DEF (no fill, tap or decap) --
cell type / n
conb_1: 481
clkdlybuf4s50_1: 155
dfrtp_1: 30
xnor2_1: 23
nand3_1: 13
nand2_1: 11
nand4_1: 8
nor2_1: 5
xor2_1: 5
clkbuf_16: 5
buf_4: 5
inv_1: 4
and3_1: 3
nor3_1: 3
nor4_2: 2
nor4_1: 2
nor3_2: 2
nand4_4: 1
and4_1: 1
or4_4: 1
ha_1: 1
clkbuf_8: 1
-- logic make-up after synthesis --
| logic type | after synthesis | share of synthesized area [%] |
|---|---|---|
| XOR/XNOR | 28 | 4.34 |
| AND/OR/NAND/NOR | 52 | 5.34 |
| buffers and inverters | 579 | 76.7 |
| flip-flops | 30 | 13.3 |
| other | 1 | 0.0664 |
| adder cells (fa/ha/maj) | 1 | 0.222 |
-- cell usage after synthesis --
cell,instances
ha_1,1
conb_1,1
xnor2_1,23
nor3_2,2
nand2_1,11
nand3_1,13
nor2_1,5
inv_1,4
nor3_1,3
nor4_1,3
and4_1,1
nand4_1,8
nor4_2,1
buf_4,575
or4_4,1
nand4_4,1
xor2_1,5
and3_1,3
dfrtp_1,30
Power figures rest on the tool's default switching activity, not on a simulated workload.
